--- flow/config.mk ---
export PLATFORM = sky130hd
export DESIGN_NAME = alu_top
export DESIGN_NICKNAME = alu_top
export VERILOG_FILES = /design/flow/design.v
export SDC_FILE = /design/flow/constraint.sdc
export NUM_CORES = 4
export LEC_CHECK = 1
export CORE_UTILIZATION = 40
--- flow/constraint.sdc ---
current_design alu_top

set clk_period 5.0
set clk_io_pct 0.2

create_clock -name clk0 -period $clk_period [get_ports {clk}]

set non_clock_inputs [all_inputs -no_clocks]
set_input_delay [expr $clk_period * $clk_io_pct] -clock clk0 $non_clock_inputs
set_output_delay [expr $clk_period * $clk_io_pct] -clock clk0 [all_outputs]
--- flow/design.v ---
`timescale 1ns / 1ps
module alu #(parameter WIDTH = 32) (
    input [WIDTH-1:0] a,  
    input [WIDTH-1:0] b,  
    input [3:0] func_sel,  
    output [WIDTH-1:0] r,  
    output ov_sgn  
    );
    wire [WIDTH-1:0] w_sum;
    wire w_cout;
    wire [WIDTH-1:0] w_sub;
    wire w_sgn;
    wire [WIDTH-1:0] w_twos_comp;
    wire [WIDTH-1:0] w_comp;
    wire [WIDTH-1:0] w_and;
    wire [WIDTH-1:0] w_or;
    wire [WIDTH-1:0] w_xor;
    wire [WIDTH-1:0] w_rot_out;
    wire [WIDTH-1:0] w_rot_r;
    wire [WIDTH-1:0] w_rot_l;
    n_bit_adder #(.WIDTH(WIDTH)) add (.a(a), .b(b), .cin(1'b0), .sum(w_sum), .ov_sgn(w_cout));  
    n_bit_sub #(.WIDTH(WIDTH)) sub (.a(a), .b(b), .sub(w_sub), .sgn(w_sgn));  
    n_bit_twos_comp #(.WIDTH(WIDTH)) twos_comp (.a(a), .result(w_twos_comp));  
    n_bit_compare #(.WIDTH(WIDTH)) comp (.a(a), .b(b), .eq(w_comp[0]), .lt(w_comp[1]), .gt(w_comp[2]));  
    assign w_comp[WIDTH-1:3] = 0;  
    assign w_and = a & b;  
    assign w_or = a | b;  
    assign w_xor = a ^ b;  
    assign w_rot_r = {a[0], a[WIDTH-1:1]};
    assign w_rot_l = {a[WIDTH-2:0], a[WIDTH-1]};
    assign w_rot_out = func_sel[3] ? w_rot_r : w_rot_l;
    assign r = (func_sel[2]) ? 
              (func_sel[1] ?  
                  (func_sel[0] ? w_rot_out : w_xor) 
                  : (func_sel[0] ? w_or : w_and))  
           : (func_sel[1] ?  
                  (func_sel[0] ? w_twos_comp : w_comp)  
                  : (func_sel[0] ? w_sub : w_sum));
    assign ov_sgn = func_sel[0] ? w_sgn : w_cout;
endmodule
`timescale 1ns / 1ps
module alu_top(
    input clk,  
    input [3:0] pb,  
    input [3:0] sw,  
    output [3:0] led  
    );
    wire w_clk_in;  
    wire w_pb1;  
    wire w_pb2;  
    wire w_pb3;  
    wire [3:0] a_data;  
    wire [3:0] b_data;  
    wire [4:0] led_data;  
    wire [4:0] led_out;  
    clk_div #(.fout(25_000)) in_clk (.clk(clk), .rst(~pb[0]), .clk_out(w_clk_in));  
    wire [2:0] w_func_sel;
    assign w_func_sel = sw[2:0];  
    wire w_rot_sel;
    assign w_rot_sel = sw[3];  
    synch_edge pb1_dge_to_pulse (.clk(~w_clk_in), .rst(~pb[0]), .d(pb[1]), .rise(w_pb1), .fall(~w_pb1));  
    synch_edge pb2_dge_to_pulse (.clk(~w_clk_in), .rst(~pb[0]), .d(pb[2]), .rise(w_pb2), .fall(~w_pb2));  
    synch_edge pb3_dge_to_pulse (.clk(~w_clk_in), .rst(~pb[0]), .d(pb[3]), .rise(w_pb3), .fall(~w_pb3));  
    n_bit_reg #(.WIDTH(4)) a_reg (.d(sw), .clk(w_clk_in), .rst(~pb[0]), .en(w_pb1), .q(a_data));  
    n_bit_reg #(.WIDTH(4)) b_reg (.d(sw), .clk(w_clk_in), .rst(~pb[0]), .en(w_pb2), .q(b_data));  
    n_bit_reg #(.WIDTH(5)) out_reg (.d(led_data), .clk(w_clk_in), .rst(~pb[0]), .en(w_pb3), .q(led_out));  
    alu #(.WIDTH(4)) alu_0 (.a(a_data), .b(b_data), .func_sel({w_rot_sel, w_func_sel}), .r(led_data[3:0]), .ov_sgn(led_data[4]));
    assign led = sw[3] ? led_out[4] : led_out[3:0];  
endmodule
`timescale 1ns / 1ps
module clk_div(
    input clk,  
    input rst,  
    output reg clk_out  
    );
    parameter fout = 1;  
    parameter scale = (125_000_000)/fout;  
    parameter k_bit = $clog2(scale);
    reg [k_bit-1:0] count = scale / 2;  
    always @(posedge clk, negedge rst)
        if (!rst)  
        begin
        count <= scale / 2;
        clk_out <= 1'b0;
        end
        else 
        begin
            if (!count)  
            begin
            clk_out <= ~clk_out;  
            count <= scale / 2;  
            end
            else  
            begin
            count <= count - 1'b1;  
            end
     end
endmodule
`timescale 1ns / 1ps
module comp_cell(
    input a,  
    input b,  
    input eq0,  
    input lt0,  
    input gt0,  
    output eq1,  
    output lt1,  
    output gt1  
    );
    assign eq1 = ( (~a&~b) | (a&b) ) & eq0; 
    assign lt1 = (~a&b) | ( ((~a&~b) | (a&b)) & lt0);
    assign gt1 = (a&~b) | ( ((~a&~b) | (a&b)) & gt0);
endmodule
`timescale 1ns / 1ps
module d_ff(
    input d,
    input clk,
    input rst,
    output reg q
    );
    always @ (posedge clk, negedge rst)
    begin
        if (!rst)  
        begin
        q <= 1'b0;
        end
        else  
        begin
        q <= d;
        end
    end
endmodule
`timescale 1ns / 1ps
module full_adder(
    input a,         
    input b,         
    input cin,       
    output cout,     
    output sum       
    );
    assign sum = cin ^ (a^b);    
    assign cout = a&&b || b&&cin || a&&cin;   
endmodule
`timescale 1ns / 1ps
module n_bit_adder #(parameter WIDTH = 32)
    (
    input [WIDTH-1:0] a,
    input [WIDTH-1:0] b,
    input cin,
    output [WIDTH-1:0] sum,
    output ov_sgn  
    );
    wire [WIDTH:0] w_carry;
    genvar i;
    generate 
        for(i = 0; i < WIDTH; i = i+1)
        begin: adder_gen_block
        full_adder fa (.a(a[i]), .b(b[i]), .cin(w_carry[i]), .cout(w_carry[i+1]), .sum(sum[i]));
        end
    endgenerate 
    assign w_carry[0] = cin;
    assign ov_sgn = w_carry[WIDTH];
endmodule
`timescale 1ns / 1ps
module n_bit_compare #(parameter WIDTH = 32)(
    input [WIDTH-1:0] a,
    input [WIDTH-1:0] b,
    output eq,
    output lt,
    output gt
    );
    wire [WIDTH-1:0] data_eq;
    wire [WIDTH-1:0] data_lt;
    wire [WIDTH-1:0] data_gt;
    comp_cell c0 (.a(a[0]), .b(b[0]), .eq0(1'b1), .lt0(1'b0), .gt0(1'b0), .eq1(data_eq[0]), .lt1(data_lt[0]), .gt1(data_gt[0]));
    genvar i;
    generate
        for(i=1; i < WIDTH; i = i+1)  
        begin: comp_cell_gen
        comp_cell cx (.a(a[i]), .b(b[i]), .eq0(data_eq[i-1]), .lt0(data_lt[i-1]), .gt0(data_gt[i-1]), .eq1(data_eq[i]), .lt1(data_lt[i]), .gt1(data_gt[i]));
        end
    endgenerate
    assign eq = data_eq[WIDTH-1];
    assign lt = data_lt[WIDTH-1];
    assign gt = data_gt[WIDTH-1];
endmodule
`timescale 1ns / 1ps
module n_bit_reg #(parameter WIDTH = 32) (
    input [WIDTH-1:0] d,  
    input clk,  
    input rst,  
    input en,  
    output reg [WIDTH-1:0] q  
    );
    always @(posedge clk, negedge rst)
    begin
        if (!rst) begin  
        q <= 0;
        end
        else if (en) begin  
        q <= d;
        end
    end
endmodule
`timescale 1ns / 1ps
module n_bit_sub #(parameter WIDTH = 32)(
    input [WIDTH-1:0] a,
    input [WIDTH-1:0] b,
    output [WIDTH-1:0] sub,
    output sgn
    );
    wire [WIDTH-1:0] w_sum;
    wire [WIDTH-1:0] w_twos_comp;
    wire w_sgn;
    n_bit_adder #(.WIDTH(WIDTH)) add (.a(a), .b(~b), .cin(1'b1), .sum(w_sum), .ov_sgn(w_sgn));  
    n_bit_twos_comp #(.WIDTH(WIDTH)) twos (.a(w_sum), .result(w_twos_comp));  
    assign sgn = ~w_sgn;
    assign sub = sgn ? w_twos_comp : w_sum;
endmodule
`timescale 1ns / 1ps
module n_bit_twos_comp #(parameter WIDTH = 32)(
    input [WIDTH-1:0] a,
    output [WIDTH-1:0] result
    );
    wire [WIDTH-1:0] comp;  
    assign comp[0] = a[0];  
    genvar i;
    generate
        for(i = 1; i < WIDTH; i = i+1)  
        begin: xor_or_structure
        if (i == 1'b1)
        assign comp[i] = a[i-1] ^ a[i];  
        else
        assign comp[i] = (comp[i-1] | a[i-1]) ^ a[i];  
        end
    endgenerate
    assign result = comp;  
endmodule
`timescale 1ns / 1ps
module synch_edge(
    input clk,
    input rst,
    input d,
    output rise,
    output fall
    );
    wire w_sync;
    wire w_out_c1;
    wire w_out_c2;
    d_ff sync (.d(d), .clk(clk), .rst(rst), .q(w_sync));
    d_ff c1 (.d(w_sync), .clk(clk), .rst(rst), .q(w_out_c1));
    d_ff c2 (.d(w_out_c1), .clk(clk), .rst(rst), .q(w_out_c2));
    assign rise = w_out_c1 & ~w_out_c2; 
    assign fall = ~w_out_c1 & w_out_c2; 
endmodule
--- flow/run.sh ---
#!/bin/bash
# OpenROAD 26Q1-2900-gdf79404cd8, Yosys 0.63+post, stock flow scripts
make -C /OpenROAD-flow-scripts/flow DESIGN_CONFIG=/design/flow/config.mk WORK_HOME=/design/flow/orfs finish
==> results.txt <==
Main metrics from the flow reports.

The placeable core region is 5205 µm². The count of buffers added by post-CTS timing repair for setup came out at 0. The via count of the first global-routing pass came out at 1417. The sort of element at the start of the critical path is an input port.

The synthesized area per cell is between 10 and 15 µm². The count of final max-slew check failures came out at 0. The critical path endpoint category is an output port.

The number of distinct library cell variants in the gate-level netlist after synthesis came out at 43. The max-cap violation count is 0. The launching point of the worst reg2reg path is in_clk.count[0]. The net switching power figure is between 50 and 60 µW. The number of hold buffers added after cts came out at 0. According to the Yosys statistics, the synthesized design has a chip area of around 2200 µm². Counting the fill cells in the layout gives 501. 0 antenna diodes ended up in the layout. Across every metal layer, demand over resource in global routing totals 14.36%. The maximum vdd ir drop is between 0.1 and 0.15 mV. The worst path required time came out at 4.00 ns. The synthesis-to-layout area growth came out at 10.84%. The number of cells on the worst reg-to-reg path is 7. The power report attributes to the combinational group a share of 12.4%. Traced cell by cell, the critical path runs through clkdlybuf4s50_1 -> mux2_2 -> clkdlybuf4s50_1. The width of the die is 76.24 µm. The clock network accounts for between 40% and 50% of the total power. For this run, the detailed router reports a per-instance via density of 4.878. The signal arrival time at the worst endpoint is 2.52 ns. The combinational gate area is ~1200 µm².

Yosys mapped a number of flops with a built-in enable equal to 0. The critical path in this run is classified as input port to output port. STA reports the tightest min-delay check as being of type register to register. The number of unconstrained endpoints came out at 22. Among the stages of the critical path, the cell type that occurs most often is sky130_fd_sc_hd__clkdlybuf4s50_1. The count of endpoints failing hold in the final timing report is 0. The number of warnings issued by yosys came out at 4. The post-route antenna net violation count is 0.

The sequential cell area in the final layout came out at ~900 µm². The number of vias in the routed layout is 1405. The timer found 22 register pins that no clock reaches; their paths are not timed. The core utilization at floorplan came out at 42.36%. The post-DP HPWL came out at 2758 µm. The first global-routing pass estimated 6665 µm of wire. The main area contributors are sky130_fd_sc_hd__dfrtp_1, sky130_fd_sc_hd__ha_1, sky130_fd_sc_hd__dfrtn_1, sky130_fd_sc_hd__dfstp_2, sky130_fd_sc_hd__fa_1. The mapped netlist covers 2205 µm². Warnings raised by the tools during the run amount to 38. The terminus of the critical flop-to-flop path is in_clk.count[11].

The worst setup path startpoint is sw[3]. The cell total in the yosys stat output came out at 209. The number of failing setup endpoints in the final timing report is 0. The cell count after placement is 284. The number of buffers inserted by port buffering is 12. The number of gates resized after CTS was 0. Looking at area per cell type in the netlist, the leader is sky130_fd_sc_hd__dfrtp_1. The worst path uses a little over two thirds of the clock period.

Summing internal, switching and leakage power gives 252.6 µW. The leakage power came out at 1.070 nW. The pin count of the biggest net entering global routing is 37. The synthesized flop and latch total came out at 36.

The ratio of cells with drive above 1 in the final layout came out at 11.01%. The number of remaining DRC errors came out at 0. The sequential-to-total area share from yosys stat is 41.15%.

The worst relative slew slack is between 50 and 60%. The run finished with clean final reports. The routed wire length came out at approximately 3600 µm. The setup clock skew after layout is 0.0008428 ns. The worst-margin pin slew is 0.7204 ns.

The chip occupies 5813 µm². The CTS tree is built. Per STA, the highest per-stage delay on the worst path measures approximately 0.74 ns.

The vertical die dimension came out at 76.24 µm. The worst reg-to-reg setup slack came out at 2.99 ns. The count of H-tree levels built during CTS came out at 1. The global placer's final weighted congestion came out at 0.7740. The internal power component came out at approximately 200 µW. The number of iterations in the first detailed-routing pass came out at 4. Setup repair after global routing left no endpoint under its margin.

After synthesis, the largest area contributor takes up around a quarter of total cell area. The total congestion overflow after global routing is 0. The initial antenna violation count came out at 0. The tree is rooted in a sky130_fd_sc_hd__clkbuf_8. Power spread over the standard cell area amounts to between 100 and 150 nW/µm². The minimum period implied by the final worst setup slack came out at 3.523 ns. The instance count of the mapped netlist is 209. Setup total negative slack on the finished layout was measured at 0 ns.

The insertion delay to the later sink of the worst-skew pair came out at 0.24 ns. The floorplan has 26 rows. The number of primary I/O pins came out at 13. Per the timing report, the biggest fanout along the worst path comes to 13. Looking at the clock tree report, the maximum root-to-sink buffer count equals 2. The registers of the reported paths see a clock transition of 0.05 ns. Switching power as a fraction of the total was reported as 21.80%. The number of violations reported at the end of detailed-routing iteration 0 came out at roughly 89.

The final cell count without fillers is 288. The critical path ends at led[0]. The maximum clock rate came out at 0.2839 GHz. Yosys reported that registers with async set or reset make up 100.0%. Per the synth stats, the flop cell with the highest instance count is sky130_fd_sc_hd__dfrtp_1.

The average wire length per cell after detail routing came out at 12.63 µm. The timing report shows that the slowest cell on the worst path is sky130_fd_sc_hd__clkdlybuf4s50_1. The sequential share of power came out at approximately 45%. The clock buffer count from CTS came out at 3.
[synth_stat cells (all sizes together) (5+ instances only)]
cell and instances:
ha 22, mux2i 5, dfrtp 22, mux2 6, a21oi 9, dfrtn 9
clkbuf 6, o21ai 11, nand2 13, nor2b 9, nor2 19, inv 20
xnor2 6, dfstp 5, fa 6
[power groups by stage]
stage                 combinational, mW  sequential (mW)  clock, mW
final                            0.0314            0.114      0.107
after CTS                        0.0322            0.114      0.111
after global routing             0.0356            0.114      0.115
[state kept, by name, summed over array words and instances, names as in the netlist, 4 cells and up]
name          cells
b_reg.q           4
in_clk.count     13
a_reg.q           4
out_reg.q         5
[per-layer routing]
layer / track usage (%) / up-vias / wire (µm)
met5: 0 / - / 0
met4: 0.7692 / 0 / 14
met3: 0.7299 / 3 / 59
met2: 23.33 / 16 / 1695
met1: 23.32 / 664 / 1867
li1: - / 722 / -
[worst min-delay path by stage]
stage,slack (ns),startpoint,endpoint,depth (start not counted)
6_report,0.49,in_clk.count[0],in_clk.count[0],1
5_1_grt,0.52,in_clk.count[6],in_clk.count[6],1
4_1_cts,0.49,in_clk.count[0],in_clk.count[0],1
[metrics by stage]
step | setup slack (ns) | instance area, µm² | hold WS (ns) | util [%]
after floorplan | 2.517 | 2205 | 0.4501 | -
after global placement | 1.484 | 2389 | 0.4702 | 45.89
after detailed placement | 1.477 | 2389 | 0.4816 | 45.89
after CTS | 1.469 | 2444 | 0.4929 | 46.95
after global routing | 1.402 | 2444 | 0.5177 | 46.95
final | 1.477 | 2444 | 0.4868 | 46.95
[cell type report]
cell class	instances	area share, %
clock buffer	4	2.253
inverter	20	3.072
multi-input combinational	145	48.75
sequential	36	37.12
tap	70	3.584
timing repair buffer	13	5.223
[critical path: cells and delay by family]
kind,cells,cell delay [ns]
buffers and inverters,2,1.13
multiplexers,1,0.38
[cell families (layout without fill, tap and decap cells)]
group                    count (synthesis)  in the layout  synth area share (%)
AND-OR/OR-AND                           39             39                 11.41
XOR/XNOR                                 9              9                 3.576
adder cells (fa/ha/maj)                 28             28                 17.93
buffers and inverters                   28             37                 4.824
flip-flops                              36             36                 41.15
multiplexers                            13             13                 7.378
AND/OR/NAND/NOR                         56             56                 13.73
[layout by cell type, fill, tap and decap left out, drive strengths merged, types with 9 or more instances in the layout]
cell type,count
ha,22
dfrtp,22
dfrtn,9
nand2,13
o21ai,11
inv,20
nor2b,9
nor2,19
clkdlybuf4s50,12
a21oi,9
Power is estimated from default activity; no workload was simulated.
