`constraint.sdc`:
```
current_design oled_top

set clk_period 1.0
set clk_io_pct 0.2

create_clock -name clk0 -period $clk_period [get_ports {clk}]

set non_clock_inputs [all_inputs -no_clocks]
set_input_delay [expr $clk_period * $clk_io_pct] -clock clk0 $non_clock_inputs
set_output_delay [expr $clk_period * $clk_io_pct] -clock clk0 [all_outputs]
```
`config.mk`:
```
export PLATFORM = sky130hd
export DESIGN_NAME = oled_top
export DESIGN_NICKNAME = oled_top
export VERILOG_FILES = /design/flow/design.v
export SDC_FILE = /design/flow/constraint.sdc
export NUM_CORES = 4
export LEC_CHECK = 1
export CORE_AREA = 10 10 166 166
export DIE_AREA = 0 0 176 176
```
`design.v`:
```
`timescale 1ns / 1ps
module n_bit_reg #(parameter WIDTH = 32) (
    input [WIDTH-1:0] d,  
    input clk,  
    input rst,  
    input en,  
    output reg [WIDTH-1:0] q  
    );
    always @(posedge clk, negedge rst)
    begin
        if (!rst) begin  
        q <= 0;
        end
        else if (en) begin  
        q <= d;
        end
    end
endmodule
`timescale 1ns / 1ps
module bcd_to_text_3 (
  input [9:0] bcd_data,         
  output [23:0] text_output     
);
  reg [23:0] text_string;
  always @ (bcd_data) begin
    case (bcd_data[9:8])
      2'b00: text_string[23:16] = "0";
      2'b01: text_string[23:16] = "1";
      2'b10: text_string[23:16] = "2";
      2'b11: text_string[23:16] = "3";
      default: text_string[23:16] = " ";
    endcase
    case (bcd_data[7:4])
      4'b0000: text_string[15:8] = "0";
      4'b0001: text_string[15:8] = "1";
      4'b0010: text_string[15:8] = "2";
      4'b0011: text_string[15:8] = "3";
      4'b0100: text_string[15:8] = "4";
      4'b0101: text_string[15:8] = "5";
      4'b0110: text_string[15:8] = "6";
      4'b0111: text_string[15:8] = "7";
      4'b1000: text_string[15:8] = "8";
      4'b1001: text_string[15:8] = "9";
      default: text_string[15:8] = " ";
    endcase
    case (bcd_data[3:0])
      4'b0000: text_string[7:0] = "0";
      4'b0001: text_string[7:0] = "1";
      4'b0010: text_string[7:0] = "2";
      4'b0011: text_string[7:0] = "3";
      4'b0100: text_string[7:0] = "4";
      4'b0101: text_string[7:0] = "5";
      4'b0110: text_string[7:0] = "6";
      4'b0111: text_string[7:0] = "7";
      4'b1000: text_string[7:0] = "8";
      4'b1001: text_string[7:0] = "9";
      default: text_string[7:0] = " ";
    endcase
  end
  assign text_output = text_string;
endmodule
`timescale 1ns / 1ps
module bin_to_bcd(
    input [7:0] bin,  
    output [9:0] bcd  
    );
    wire [3:0] w_c1_out;
    wire [3:0] w_c2_out;
    wire [3:0] w_c3_out;
    wire [3:0] w_c4_out;
    wire [3:0] w_c5_out;
    wire [3:0] w_c6_out;
    wire [3:0] w_c7_out;
    c_module c1 (.a({1'b0, bin[7:5]}), .s(w_c1_out));
    c_module c2 (.a({w_c1_out[2:0], bin[4]}), .s(w_c2_out));
    c_module c3 (.a({w_c2_out[2:0], bin[3]}), .s(w_c3_out));
    c_module c4 (.a({w_c3_out[2:0], bin[2]}), .s(w_c4_out));
    c_module c5 (.a({w_c4_out[2:0], bin[1]}), .s(w_c5_out));
    c_module c6 (.a({1'b0, w_c1_out[3], w_c2_out[3], w_c3_out[3]}), .s(w_c6_out));
    c_module c7 (.a({w_c6_out[2:0], w_c4_out[3]}), .s(w_c7_out));
    assign bcd = {w_c6_out[3], w_c7_out, w_c5_out, bin[0]};
endmodule
`timescale 1ns / 1ps
module c_module(
    input [3:0] a,
    output reg [3:0] s
    );
    always @(a)
    case(a)
    4'b0000 : s = 4'b0000;
    4'b0001 : s = 4'b0001;
    4'b0010 : s = 4'b0010;
    4'b0011 : s = 4'b0011;
    4'b0100 : s = 4'b0100;
    4'b0101 : s = 4'b1000;
    4'b0110 : s = 4'b1001;
    4'b0111 : s = 4'b1010;
    4'b1000 : s = 4'b1011;
    4'b1001 : s = 4'b1100;
    4'b1010 : s = 4'b1111;
    4'b1011 : s = 4'b1111;
    4'b1100 : s = 4'b1111;
    4'b1101 : s = 4'b1111;
    4'b1110 : s = 4'b1111;
    4'b1111 : s = 4'b1111;
    endcase
endmodule
`timescale 1ns / 1ps
module oled_datapath #(parameter WIDTH = 12*8)(  
    input clk,  
    input clr_reg,  
    input ld_price,  
    input ld_cents,  
    input ld_coins,  
    input ld_disp,  
    input [7:0] soda,  
    input [7:0] cents_in,  
    input [7:0] coins,  
    output [WIDTH-1:0] soda_price,  
    output [WIDTH-1:0] coin_val,  
    output [WIDTH-1:0] coins_tot,  
    output [WIDTH-1:0] disp  
    );
    wire [9:0] bcd_soda;
    wire [9:0] bcd_cents;
    wire [9:0] bcd_coins;
    wire [23:0] str_soda;
    wire [23:0] str_cents;
    wire [23:0] str_coins;
    bin_to_bcd soda_conv (.bin(soda), .bcd(bcd_soda));
    bin_to_bcd cents_conv (.bin(cents_in), .bcd(bcd_cents));
    bin_to_bcd coins_conv (.bin(coins), .bcd(bcd_coins));
    bcd_to_text_3 soda_text (.bcd_data(bcd_soda), .text_output(str_soda)); 
    bcd_to_text_3 cents_text (.bcd_data(bcd_cents), .text_output(str_cents)); 
    bcd_to_text_3 coins_text (.bcd_data(bcd_coins), .text_output(str_coins)); 
    wire [WIDTH-1:0] disp_val;
    assign disp_val = "*DISPENSED!*";
    wire [WIDTH-1:0] w_soda_price;
    assign w_soda_price = {"COST: $", str_soda, "  "};
    wire [WIDTH-1:0] w_coin_val;
    assign w_coin_val = {"CENTS: $", str_cents, " "};
    wire [WIDTH-1:0] w_coins_tot;
    assign w_coins_tot = {"TOTAL: $", str_coins, " "};
    n_bit_reg #(WIDTH-1) soda_reg (.clk(clk), .rst(clr_reg), .d(w_soda_price), .en(ld_price), .q(soda_price));  
    n_bit_reg #(WIDTH-1) cents_reg (.clk(clk), .rst(clr_reg), .d(w_coin_val), .en(ld_cents), .q(coin_val));  
    n_bit_reg #(WIDTH-1) coins_reg (.clk(clk), .rst(clr_reg), .d(w_coins_tot), .en(ld_coins), .q(coins_tot));  
    n_bit_reg #(WIDTH-1) disp_reg (.clk(clk), .rst(clr_reg), .d(disp_val), .en(ld_disp), .q(disp));  
    assign soda_price[WIDTH-1] = 0;
    assign coin_val[WIDTH-1] = 0;
    assign coins_tot[WIDTH-1] = 0;
    assign disp[WIDTH-1] = 0;
endmodule
`timescale 1ns / 1ps
module oled_fsm(
    input clk,  
    input rst,  
    input pb3,  
    input pb2,  
    input d,  
    input char_done,  
    output reg clr_reg,  
    output reg ld_price,  
    output reg ld_cents,  
    output reg ld_coins,  
    output reg ld_disp  
    );
   parameter init = 5'b00001;  
   parameter wrt_price = 5'b00010;  
   parameter wrt_coins = 5'b00100;  
   parameter wrt_tot_coins = 5'b01000;  
   parameter wrt_disp = 5'b10000;  
   reg [4:0] state, next_state;  
   always @(posedge  clk, negedge rst) begin: state_register
    if(!rst)  
    state <= init;  
    else
    state <= next_state;  
    end
   always @(state, pb3, pb2, d, char_done) begin: next_state_logic
   next_state = state;
    case(state)
    init: begin  
        if (pb3)
        next_state = wrt_price;
        else
        next_state = init;                       
    end
    wrt_price: begin  
        if(!char_done)
        next_state = wrt_price;
        else if (pb2 && char_done)
        next_state = wrt_coins;
        else
        next_state = wrt_price;
    end
    wrt_coins: begin  
        if (!char_done)
        next_state = wrt_coins;
        else if (char_done)
        next_state = wrt_tot_coins;
        else
        next_state = wrt_coins;
    end
    wrt_tot_coins: begin  
        if (!char_done)
        next_state = wrt_tot_coins;
        else if (char_done && d)
        next_state = wrt_disp;
        else if (char_done && !d)
        next_state = wrt_price;
        else
        next_state = wrt_tot_coins;
    end
    wrt_disp: begin  
        if (!char_done)
        next_state = wrt_disp;
        else if (char_done && !rst)
        next_state = init;
        else
        next_state = wrt_disp;
    end
    default : next_state = init;
    endcase 
   end
   always @(state) begin: moore_outputs
   clr_reg <= 0;
   ld_price <= 0;
   ld_cents <= 0;
   ld_coins <= 0;
   ld_disp <= 1;
    case(state)
    init: begin 
        clr_reg <= 1;
    end
    wrt_price: begin
        ld_price <= 1;
    end
    wrt_coins: begin
        ld_cents <= 1;
    end
    wrt_tot_coins: begin
        ld_coins <= 1;
    end
    wrt_disp: begin
        ld_disp <= 1;
    end
    endcase
   end
endmodule
`timescale 1ns / 1ps
module oled_top #(parameter WIDTH = 12*8) (
    input clk,  
    input rst,  
    input pb3,  
    input pb2,  
    input d,  
    input char_done,  
    input [7:0] soda_val,  
    input [7:0] cents_in,  
    input [7:0] coins_val,  
    output [WIDTH-1:0] soda_price,  
    output [WIDTH-1:0] coin_val,  
    output [WIDTH-1:0] coins_tot,  
    output [WIDTH-1:0] disp  
    );
    wire w_clr_reg;
    wire w_ld_price;
    wire w_ld_cents;
    wire w_ld_coins;
    wire w_ld_disp;
    oled_fsm controller (.clk(clk), .rst(rst), .pb3(pb3), .pb2(pb2), .d(d), .char_done(char_done), 
                         .clr_reg(w_clr_reg), .ld_price(w_ld_price), .ld_cents(w_ld_cents), .ld_coins(w_ld_coins), .ld_disp(w_ld_disp));
    oled_datapath data (.clk(clk), .clr_reg(~w_clr_reg), .ld_price(w_ld_price), .ld_cents(w_ld_cents), .ld_coins(w_ld_coins), .ld_disp(w_ld_disp),
                        .soda(soda_val), .cents_in(cents_in), .coins(coins_val),
                        .soda_price(soda_price), .coin_val(coin_val), .coins_tot(coins_tot), .disp(disp));
endmodule
```
`run.sh`:
```
#!/bin/bash
# OpenROAD 26Q1-2900-gdf79404cd8, Yosys 0.63+post, stock flow scripts
make -C /OpenROAD-flow-scripts/flow DESIGN_CONFIG=/design/flow/config.mk WORK_HOME=/design/flow/orfs finish
```
==> Changelog: implementation <==
### Metrics

- Status: finished with violations
- Failing checks: setup timing
- Gr ovfl total: 0
- Synth Warn #: 12
- Most used cell, CP: buf_6
- Final std cells w/o fill: 1383
- Routability congestion estimate: between 0.8 and 0.9
- YS chip area: 6100 um2
- Most common logic cells in the final layout: conb_1, buf_6, buf_4
- # setup viols final: 161
- Achievable Freq: 656 MHz
- Dominant register cell: dfrtp_1
- Vias in the first global route: 5574
- Flops after synth: between 40 and 50
- Global-route wire length before repair: 30500 um
- PwrDens: 1020 nW/um2
- Area Growth Syn to Fin: 57.6%
- CTS Root Cell: clkbuf_16
- Clock Pin Slew Worst Setup and Hold Paths: 0.07 ns
- Worst setup SP type: flip-flop
- Tot GR Track Use: 0.119
- Syn_area_per_cell: 7.83 um2
- Final Max Tran Viols: 0
- DRT iter0 DRCs: 319
- Worst Skew: 0.0120 ns
- Drt drc: 0
- Post-synth EDFFs: 0
- Commonest Layout Cell: conb_1
- Largest stage delay, worst path: 0.53 ns
- Max-capacitance violation count: 0
- Crit-path cells: buf_6, buf_6, buf_12, buf_6
- Pleak: around 4.6 nW
- Synth async-reset ratio: 1.00
- Pre-CTS WS: -1.23 ns
- Log Warnings: 28
- Pre-Place Util: 0.253
- Worst Hold Class: input port to asynchronous set/reset pin
- Final Hold Viols: 0
- Crit Path Max Fanout: 4
- Critical path class: flip-flop to output pin
- Final WS setup: -0.526 ns
- Max clock buf depth: 2
- Die Ht: 176 um
- Inst Count DP: 1265
- Antenna Cells: 0
- Die Wd: 176 um
- Wirelength per Cell: between 10 and 15 um
- DRT Pass-1 Iters: 5
- Launch point of the worst reg-to-reg path: data.soda_reg.q[37]
- Core ar.: 24100 um2
- Post-Syn Area: 6100 um2
- Seq share, synth: 0.185
- CP max-delay cell: dfrtp_4
- CTS tree: built
- Share of layout cells above drive strength 1: 0.535
- Ys cells: 779
- FP Rows: roughly 57
- Worst Path Required: approximately 0.80 ns
- Post-DP HPWL: 15100 um
- Final period utilization: 1.53
- Hold slack: 0.209 ns
- DRT Wirelength: 20700 um
- Unrepaired setup endpoints after global routing: yes
- Final Cell Area: 9610 um2
- CTS Sinks: 45
- Io pins: between 400 and 500
- Clk latency late pin: 0.30 ns
- Initial antenna violation count: 2
- Worst Path Arrival: 1.33 ns
- DR vias/cell: between 3 and 4
- Power Total: 9.82 mW
- Max VDD drop: 0.000959 V
- Largest net degree at the start of global routing: 30
- Crit end category: output pin
- Final worst path period need: 1.53 ns
- TritonCTS Buffers: 5
- Synthesized netlist cell count: 779
- Dpl cell area: around 7700 um2
- Routed Antenna Nets: 0
- Vias: 5481
- Count of cell types in the netlist: between 70 and 80
- Buffers on Ports: 185
- Chip area: 31000 um2
- Critical path origin: data.soda_reg.q[37]
- CTS H-Tree Depth: 2
power by group:
part | internal (mW) | switching, mW | total, mW
Combinational | 3.34 | 2.04 | 5.38
Clock | 0.919 | 0.757 | 1.68
Sequential | 2.43 | 0.339 | 2.77
metrics by stage:
stage / util / setup TNS [ns]
finish: 0.399 / -50.87
global route: 0.399 / -58.05
CTS: 0.375 / -61.71
detailed placement: 0.321 / -70.10
global placement: 0.321 / -67.25
floorplan: - / -7.39
path summary, 6_finish.rpt:
kind,endpoint,cells past startpoint,slack [ns]
setup / recovery,soda_price[45],4,-0.53
max in group asynchronous,data.coins_reg.q[29],2,0.28
min in group clk0,data.cents_reg.q[25],4,0.35
hold reg to reg,data.coins_reg.q[18],2,0.30
hold / removal,controller.state[4],2,0.21
setup reg to reg,data.soda_reg.q[37],4,-0.24
critical path, delay by kind of cell, from the launching register on:
kind / cells / cell delay (ns)
buf+inv: 4 / 0.50
flops: 1 / 0.53
cells by family (layout without fill, tap and decap cells):
family,count (synthesis),after routing,synth area share
AOI/OAI and AO/OA,153,153,0.173
xor gates and xnor gates,8,8,0.0115
buffers and inverters,400,453,0.462
DFF,45,45,0.185
muxes,10,10,0.0179
other,2,229,0.00123
and+or+nand+nor,161,161,0.149
synthesized netlist by cell type (7+ instances only):
| master | count | area [um2] |
|---|---|---|
| nand3_1 | 12 | 60.1 |
| buf_2 | 18 | 90.1 |
| o22ai_1 | 10 | 62.6 |
| buf_4 | 345 | 2590 |
| o21ai_0 | 27 | 135 |
| nor3_1 | 10 | 50.1 |
| a21oi_1 | 34 | 170 |
| o211ai_1 | 7 | 52.6 |
| or2_2 | 10 | 62.6 |
| dfrtp_1 | 44 | 1100 |
| nand2b_1 | 16 | 100 |
| inv_1 | 15 | 56.3 |
| nor3b_1 | 8 | 60.1 |
| nor2_1 | 36 | 135 |
| nor2b_1 | 7 | 43.8 |
| nand2_1 | 25 | 93.8 |
| a31oi_1 | 11 | 68.8 |
| clkbuf_1 | 16 | 60.1 |
area by class of cell:
cell class | instances | area (um2)
Clock buffer | 5 | 125
Sequential cell | 45 | 1140
Clock inverter | 3 | 17.5
Inverter | 16 | 66.3
Tap cell | 324 | 405
Multi-Input combinational cell | 561 | 3710
Fill cell | 2301 | 14500
Timing Repair Buffer | 429 | 4140
state kept, by name, summed over array words and instances (netlist names), named ones only:
signal            count
data.soda_reg.q      13
data.cents_reg.q     13
data.disp_reg.q       1
controller.state      4
data.coins_reg.q     13
what timing repair did:
item                                    CTS  global route
gates cloned                              8             6
hold buffers                              0             0
buffers inserted                         77            33
pin swaps                                67            52
endpoints found under the setup margin  193           192
gates resized                           654           207
metal layers:
metal | track usage | vias to the layer above | part of all wire
met2 | 0.205 | 283 | 0.48
met1 | 0.155 | 2537 | 0.44
li1 | - | 2646 | -
met4 | 0.00918 | 2 | 0.0086
met3 | 0.0302 | 13 | 0.067
met5 | 0 | - | 0.00053
Power and IR drop assume default switching activity.
